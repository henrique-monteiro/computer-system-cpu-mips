[design/flow/config.mk]
export PLATFORM = sky130hd
export DESIGN_NAME = bios
export DESIGN_NICKNAME = bios
export VERILOG_FILES = /design/flow/design.v
export SDC_FILE = /design/flow/constraint.sdc
export NUM_CORES = 4
export LEC_CHECK = 1
export CORE_AREA = 10 10 94 94
export DIE_AREA = 0 0 104 104
[design/flow/constraint.sdc]
current_design bios

set clk_period 4.5
set clk_io_pct 0.2

create_clock -name clk0 -period $clk_period [get_ports {clock}]

set non_clock_inputs [all_inputs -no_clocks]
set_input_delay [expr $clk_period * $clk_io_pct] -clock clk0 $non_clock_inputs
set_output_delay [expr $clk_period * $clk_io_pct] -clock clk0 [all_outputs]
[design/flow/design.v]
module bios (clock, reset, enderecoProximaInstrucao, proximaInstrucao, biosFinalizada);
	input clock;
	input reset;
	input [15:0] enderecoProximaInstrucao;
	output [31:0] proximaInstrucao;
	output reg biosFinalizada;
	localparam tamanhoBios = 52;
	reg [31:0] instrucaoBIOS[tamanhoBios:0];
	assign proximaInstrucao = instrucaoBIOS [enderecoProximaInstrucao];
	integer start = 1;
	integer primeiraExecucaoBios = 1;	
	always@(posedge clock)
	begin
		if (reset)
		begin
			biosFinalizada = 0;
			primeiraExecucaoBios = 1;
		end
		else
		if (primeiraExecucaoBios) 
		begin
			if (enderecoProximaInstrucao >= tamanhoBios) 
			begin
				biosFinalizada = 1;
				primeiraExecucaoBios = 0;
			end
			else 
			begin
				biosFinalizada = 0;
				primeiraExecucaoBios = 1;
			end
		end	
		else 
		begin
			biosFinalizada = 1;
			primeiraExecucaoBios = 0;
		end
	end
	always@(posedge clock) begin
		if (start)
		begin				
			instrucaoBIOS[0] <= { 6'd26, 16'd1, 10'd0 };
			instrucaoBIOS[1] <= { 6'd18, 5'd1, 16'd5, 5'd0 };
			instrucaoBIOS[2] <= { 6'd17, 5'd1, 16'd7, 5'd0 };
			instrucaoBIOS[3] <= { 6'd18, 5'd1, 16'd0, 5'd0 };
			instrucaoBIOS[4] <= { 6'd17, 5'd1, 16'd2, 5'd0 };
			instrucaoBIOS[5] <= { 6'd18, 5'd1, 16'd100, 5'd0 };
			instrucaoBIOS[6] <= { 6'd17, 5'd1, 16'd3, 5'd0 };
			instrucaoBIOS[7] <= { 6'd18, 5'd1, 16'd0, 5'd0 };
			instrucaoBIOS[8] <= { 6'd17, 5'd1, 16'd4, 5'd0 };
			instrucaoBIOS[9] <= { 6'd18, 5'd1, 16'd310, 5'd0 }; 
			instrucaoBIOS[10] <= { 6'd17, 5'd1, 16'd5, 5'd0 };
			instrucaoBIOS[11] <= { 6'd18, 5'd1, 16'd0, 5'd0 };
			instrucaoBIOS[12] <= { 6'd17, 5'd1, 16'd0, 5'd0 };
			instrucaoBIOS[13] <= { 6'd30, 5'd10, 21'd0 };
			instrucaoBIOS[14] <= { 6'd17, 5'd10, 16'd6, 5'd0 };
			instrucaoBIOS[15] <= { 6'd16, 5'd1, 16'd7, 5'd0 };
			instrucaoBIOS[16] <= { 6'd16, 5'd2, 16'd6, 5'd0 };
			instrucaoBIOS[17] <= { 6'd0, 5'd11, 5'd1, 5'd2, 11'd0 };
			instrucaoBIOS[18] <= { 6'd17, 5'd11, 16'd7, 5'd0 };
			instrucaoBIOS[19] <= { 6'd16, 5'd1, 16'd2, 5'd0 };
			instrucaoBIOS[20] <= { 6'd16, 5'd2, 16'd5, 5'd0 };
			instrucaoBIOS[21] <= { 6'd6, 5'd12, 5'd1, 5'd2, 11'd0 };
			instrucaoBIOS[22] <= { 6'd22, 5'd12, 5'd0, 16'd40 };
			instrucaoBIOS[23] <= { 6'd16, 5'd1, 16'd0, 5'd0 };
			instrucaoBIOS[24] <= { 6'd16, 5'd2, 16'd3, 5'd0 };
			instrucaoBIOS[25] <= { 6'd16, 5'd3, 16'd4, 5'd0 };
			instrucaoBIOS[26] <= { 6'd32, 5'd1, 5'd2, 5'd3, 11'd0 };
			instrucaoBIOS[27] <= { 6'd16, 5'd1, 16'd3, 5'd0 };
			instrucaoBIOS[28] <= { 6'd18, 5'd2, 16'd1, 5'd0 };
			instrucaoBIOS[29] <= { 6'd0, 5'd13, 5'd1, 5'd2, 11'd0 };
			instrucaoBIOS[30] <= { 6'd17, 5'd13, 16'd3, 5'd0 };
			instrucaoBIOS[31] <= { 6'd16, 5'd1, 16'd4, 5'd0 };
			instrucaoBIOS[32] <= { 6'd18, 5'd2, 16'd1, 5'd0 };
			instrucaoBIOS[33] <= { 6'd0, 5'd14, 5'd1, 5'd2, 11'd0 };
			instrucaoBIOS[34] <= { 6'd17, 5'd14, 16'd4, 5'd0 };
			instrucaoBIOS[35] <= { 6'd16, 5'd1, 16'd2, 5'd0 };
			instrucaoBIOS[36] <= { 6'd18, 5'd2, 16'd1, 5'd0 };
			instrucaoBIOS[37] <= { 6'd0, 5'd15, 5'd1, 5'd2, 11'd0 };
			instrucaoBIOS[38] <= { 6'd17, 5'd15, 16'd2, 5'd0 };
			instrucaoBIOS[39] <= { 6'd26, 16'd19, 10'd0 };
			instrucaoBIOS[40] <= { 6'd16, 5'd1, 16'd6, 5'd0 };
			instrucaoBIOS[41] <= { 6'd31, 5'd1, 21'd0 };
			instrucaoBIOS[42] <= { 6'd16, 5'd1, 16'd7, 5'd0 };
			instrucaoBIOS[43] <= { 6'd18, 5'd2, 16'd15, 5'd0 };
			instrucaoBIOS[44] <= { 6'd11, 5'd16, 5'd1, 5'd2, 11'd0 };
			instrucaoBIOS[45] <= { 6'd22, 5'd16, 5'd0, 16'd50 };
			instrucaoBIOS[46] <= { 6'd18, 5'd1, 16'd0, 5'd0 };
			instrucaoBIOS[47] <= { 6'd31, 5'd1, 21'd0 };
			instrucaoBIOS[48] <= { 6'd35, 26'd0 };
			instrucaoBIOS[49] <= { 6'd26, 16'd52, 10'd0 };
			instrucaoBIOS[50] <= { 6'd16, 5'd1, 16'd7, 5'd0 };
			instrucaoBIOS[51] <= { 6'd31, 5'd1, 21'd0 };
			instrucaoBIOS[52] <= { 6'd29, 26'd0 };
			start <= 0;
		end		
	end
endmodule
[design/flow/run.sh]
#!/bin/bash
# OpenROAD 26Q1-2900-gdf79404cd8, Yosys 0.63+post, stock flow scripts
make -C /OpenROAD-flow-scripts/flow DESIGN_CONFIG=/design/flow/config.mk WORK_HOME=/design/flow/orfs finish
==> results_slide.txt <==
Flow Results at a Glance

Floorplan
  – IO Pins: a little over 50
  – Die ar.: 10800 sq um
  – Die x size: 104 um
  – Core area: just under 7000 sq um
  – FP Core Util: 0.188
  – Chip Height: 104 um
  – Num rows: 30

CTS
  – Clock Pin Slew Worst Setup and Hold Paths: 0.03 ns
  – Clk sinks: 2
  – CTS tree: yes
  – # resized after CTS: 0
  – Root Driver: clkbuf_8
  – CTS Buf Count: 3
  – Clock Latency Late Sink: 0.21 ns
  – Post-CTS Setup Bufs: 0
  – # H-tree levels: 1
  – Hold_buf cts: 0
  – Longest Clk Path Bufs: 2

Worst setup path
  – Critical path origin: enderecoProximaInstrucao[0]
  – CP Launch Type: input pin
  – Reg2reg setup slack: 3.69 ns
  – Reg2reg start: primeiraExecucaoBios[0]$_SDFF_PP1_
  – CP endpoint kind: output pin
  – Crit Path Category: in2out
  – Worst EP arrival: 3.16 ns
  – R2R Path End: biosFinalizada$_SDFF_PP0_
  – Worst Setup EP: proximaInstrucao[28]
  – CP Max Fanout: 15
  – CP required: 3.60 ns
  – Reg2Reg Depth: 2

STA
  – Max_slew headroom: 0.570
  – Final Hold Viols: 0
  – Max Clock Freq: 246 MHz
  – Worst Skew: 0.000941 ns
  – Worst Tran Pin Value: 0.644 ns
  – Final setup fails: 0
  – Period minus WS final: 4.06 ns
  – Unrepaired setup endpoints after global routing: false
  – Fin crit share: 0.902
  – Setup TNS: 0 ns
  – Final Max Slew Viols: 0

Route
  – TritonRoute pass-1 iters: 4
  – Initial DRC Count: 212
  – Drc violations: 0
  – Vias: 1613
  – Vias per cell: 4.92
  – Detailed Route WL: 5050 um
  – Drt wl/cell: 15.4 um
  – Ant. Diodes: 0
  – Antenna viol nets, final: 0

Worst hold path
  – Hold path cells: 2
  – Hold WC Path Type: reg2reg

Finish
  – Layout cells sized above 1: 0.112
  – Layout Cells excl Fill: 328
  – Top cells excl fill/tap: 45 x clkdlybuf4s50_1, 20 x nand2_1, 19 x a21oi_1
  – Most used logic cell in the final layout: clkdlybuf4s50_1
  – Synthesis-to-layout area growth: 39.6%

Synthesis
  – Cells after synthesis: 196
  – Ys flop type: dfxtp_1
  – Mapped Area: 1280 sq um
  – Synthesized flop and latch total: 2
  – Chip area line of the yosys report: 1280 sq um
  – Syn. warnings: 2
  – Synthesized area per cell: 6.54 sq um
  – Number of cells in Yosys stat: 196
  – Post-synth top area share: 0.0742
  – Sequential area share after synthesis: 0.0313
  – Distinct lib cells: around 59
  – Area leader, netlist: a21oi_1
  – Post-synth EDFFs: 0
  – Top cells by area: a21oi_1 7.4%, buf_6 7.0%, buf_4 6.4%
  – Asr flop ratio synth: 0

GRT
  – GRT Residual Overflow: 0
  – Initial antenna violation count: 0
  – Vias in the first global route: 1545
  – Overall Global Routing Usage: 0.0886
  – Largest net degree at the start of global routing: 29
  – First-pass GRT wire length: ~8300 um

Pwr
  – Comb power frac: 0.634
  – Sw power: about 0.09 mW
  – Pwr/cell area: 136 nW/um^2
  – Reg power frac: 0.078
  – Sw frac: 0.370
  – Internal power: 0.154 mW
  – Clock network power share: 0.288
  – Worst ir drop on vdd: ~0.05 mV
  – LEAKAGE: 0.644 nW

Run
  – Log Warnings: 25
  – Max-capacitance violation count: 0

Placement
  – I/O Buffers: approximately 45
  – Global placement routability congestion: slightly above 0.9
  – DP Cell Count: 325
  – Dpl hpwl: 3800 um

Run status
  – Status: finished, final reports clean
-- worst max-delay path, cell delays in order --
cell and delay (ns):
clkdlybuf4s50_1 0.66, buf_4 0.31, or3b_1 0.37, a21oi_1 0.20
a21oi_1 0.08, o22ai_2 0.15, clkdlybuf4s50_1 0.49
-- worst min-delay path by stage --
stage                                 startpoint                   endpoint
CTS           primeiraExecucaoBios[0]$_SDFF_PP1_  biosFinalizada$_SDFF_PP0_
global route  primeiraExecucaoBios[0]$_SDFF_PP1_  biosFinalizada$_SDFF_PP0_
finish        primeiraExecucaoBios[0]$_SDFF_PP1_  biosFinalizada$_SDFF_PP0_
-- synth_stat cells (3+ instances only) --
library cell / n
nor4_1: 4
nor3_1: 12
a21oi_1: 19
o21ai_0: 9
nor2_1: 12
a211oi_1: 3
buf_4: 11
buf_2: 9
nor2b_1: 7
nand3_1: 3
nand2b_1: 7
a31oi_1: 4
o22ai_1: 6
mux2i_1: 3
nand2_1: 20
buf_6: 8
a22o_1: 4
-- power groups by stage --
stage / sequential (mW) / combinational (mW) / clock [mW]
4_1_cts: 0.0191 / 0.155 / 0.0720
5_1_grt: 0.0191 / 0.171 / 0.0757
6_report: 0.0190 / 0.155 / 0.0702
-- cell type report --
cell class / count / area [sq um]
inverter: 6 / 22.5
fill: 767 / 5040
sequential: 2 / 40.0
timing repair buffer: 59 / 556
multi-input combinational: 162 / 1010
clock buffer: 3 / 41.3
tap: 96 / 120
-- cells by family after synthesis --
group / count (synthesis) / synth area share
simple gates: 79 / 0.323
compound gates: 70 / 0.389
fa+ha+maj: 1 / 0.00781
mux: 4 / 0.0322
buf+inv: 36 / 0.193
flops: 2 / 0.0313
xor+xnor: 3 / 0.0205
other cells: 1 / 0.00293
-- metrics by stage --
| stage | hold slack [ns] | power (mW) | instance area [sq um] | setup WS [ns] | util |
|---|---|---|---|---|---|
| final | 0.680 | 0.244 | 1790 | 0.439 | 0.262 |
| after global routing | 0.739 | 0.265 | 1790 | 0.300 | 0.262 |
| after CTS | 0.672 | 0.246 | 1790 | 0.431 | 0.262 |
| after detailed placement | 0.664 | 0.174 | 1750 | 0.444 | 0.256 |
| after global placement | 0.656 | 0.175 | 1750 | 0.481 | 0.256 |
| after floorplan | 0.623 | 0.115 | 1300 | 1.78 | - |
-- state kept, by name, indices dropped and copies added, names as in the netlist --
name                  cells
primeiraExecucaoBios      1
biosFinalizada            1
-- layer usage --
metal	track usage	routed length (um)	vias up
li1	-	-	790
met1	0.121	2170	735
met2	0.146	2410	84
met3	0.0119	436	4
met4	0.0129	31	0
met5	0	0	-
Power is estimated from default activity; no workload was simulated.
