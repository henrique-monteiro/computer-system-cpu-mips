--- flow/run.sh ---
#!/bin/bash
# OpenROAD 26Q1-2900-gdf79404cd8, Yosys 0.63+post, stock flow scripts
make -C /OpenROAD-flow-scripts/flow DESIGN_CONFIG=/design/flow/config.mk WORK_HOME=/design/flow/orfs finish
--- flow/config.mk ---
export PLATFORM = sky130hd
export DESIGN_NAME = unidadeLogicaAritmetica
export DESIGN_NICKNAME = unidadeLogicaAritmetica
export VERILOG_FILES = /design/flow/design.v
export SDC_FILE = /design/flow/constraint.sdc
export NUM_CORES = 4
export LEC_CHECK = 1
export CORE_UTILIZATION = 30
--- flow/constraint.sdc ---
current_design unidadeLogicaAritmetica

set clk_period 23.4
set clk_io_pct 0.2

create_clock -name clk0 -period $clk_period

set non_clock_inputs [all_inputs -no_clocks]
set_input_delay [expr $clk_period * $clk_io_pct] -clock clk0 $non_clock_inputs
set_output_delay [expr $clk_period * $clk_io_pct] -clock clk0 [all_outputs]
--- flow/design.v ---
module unidadeLogicaAritmetica(opcode, dado1, dado2, imediatoExtendido, constanteExtendido, saidaALU);
	input [5:0] opcode;
	input [31:0] dado1, dado2, imediatoExtendido, constanteExtendido;
	output reg [31:0] saidaALU;
	always@(*) begin
		case(opcode)
			0:  
				saidaALU = dado1 + dado2;
			1:  
				saidaALU = dado1 - dado2;
			2:  
				saidaALU = dado1 + imediatoExtendido;
			3:  
				saidaALU = dado1 - imediatoExtendido;
			4:  
				saidaALU = dado1 & dado2;
			5:  
				saidaALU = dado1 | dado2;
			6:  
				if(dado1 < dado2)  
					saidaALU = 1;
				else
					saidaALU = 0;
			7:  
				if(dado1 <= dado2)  
					saidaALU = 1;
				else
					saidaALU = 0;					
			8:  
				if(dado1 > dado2)  
					saidaALU = 1;
				else
					saidaALU = 0;
			9:  
				if(dado1 >= dado2)  
					saidaALU = 1;
				else
					saidaALU = 0;					
			10:  
				if(dado1 == dado2)  
					saidaALU = 1;
				else
					saidaALU = 0;
			11:  
				if(dado1 != dado2)  
					saidaALU = 1;
				else
					saidaALU = 0;
			12:  
				saidaALU = dado1 & imediatoExtendido;
			13:  
				saidaALU = dado1 | imediatoExtendido;
			14:  
				if(dado1 < imediatoExtendido)
					saidaALU = 1;
				else
					saidaALU = 0; 
			15:  
				saidaALU = ~dado1;
			22:  
				if(dado1 == dado2)
					saidaALU = 32'd1;  
				else
					saidaALU = 32'd0;
			23:  
				if(dado1 == dado2)
					saidaALU = 32'd0;  
				else
					saidaALU = 32'd1;
			24:  
				if(dado1 > dado2)
					saidaALU = 32'd1;  
				else
					saidaALU = 32'd0;
			25:  
				if(dado1 < dado2)
					saidaALU = 32'd1;  
				else
					saidaALU = 32'd0;
			default saidaALU = 32'bxxxxxxxxxxxxxxxxxxxxxxxxxxxxxxxx;
		endcase
	end
endmodule
==> summary.txt <==
Implementation progress

In the final layout, the share of cells above drive strength 1 is 0.0242. The setup slack after placement stands at 8800 ps. For this design the ratio of total power to cell area is 25.9 nW/um^2. Per the placement log, port buffering inserted 134 buffers. The floorplan step records an initial core utilization of 0.310. The per-cell routed wire length stands at 18.0 microns.

The most common logic cell in the final layout is sky130_fd_sc_hd__clkdlybuf4s50_1. The sequential cell area fraction in the yosys report stands at 0. The finished layout holds 1557 standard cells, fillers aside.

Per the final report, max-transition violations number 0. The number of nets with antenna violations after routing stands at 0. The via count of the first global-routing pass is 7926. The biggest fanout along the worst timing path stands at 38. Setup slack closes at 8770 ps.

For this run, the detailed router's first-pass iteration total came to 5. According to the I/O placement log, the pin count is 166. The final number of hold-violating endpoints stands at 0. The fill cell instance count of the final layout stands at 2528. The worst setup path is of the input pin to output pin kind. The headroom to the max-slew limit stands at 0.383. The row count stands at 56. Global routing put the most usage on met2.

Sorting the synthesized cells by area gives the leading types as sky130_fd_sc_hd__ha_1 16%, sky130_fd_sc_hd__o21ai_0 8.3%, sky130_fd_sc_hd__a21oi_1 7.7%, sky130_fd_sc_hd__nand2_1 5.6%, sky130_fd_sc_hd__mux2i_1 5.2%. The routing usage on met1 stands at 0.350. The die area stands at 25100 sq um.

The initial antenna violation count stands at 0. At the pin with the least slew margin, the transition time is 920 ps. The period utilization stands at 0.625. The script logs the ratio of routed vias to standard cells as 5.68. The largest net degree at the start of global routing stands at 55. The area growth from synthesis to layout is 22.2%. The residual DRC count stands at 0. The total vias in the final route stands at 8844. The cell total in the yosys stat output stands at 1147. The weighted congestion at the end of routability-driven global placement stands at 0.963. The first global-routing pass estimated 43800 microns of wire. The count of placed standard cells including taps stands at 1557.

The maximum clock rate stands at 68.3 MHz. The number of cells upsized or downsized after cts stands at 0. The run finished with clean final reports. Setup repair after global routing left no endpoint under its margin. The number of warnings the tools reported stands at 64.

The synthesized netlist handed to floorplanning was reported with a cell count of 1147. The worst endpoint data arrival time stands at 9950 ps. The top cell type's share of synthesized area stands at 0.162. The global routing usage on met3 stands at 0.0122. The clock buffer count stands at 0. The warning tally printed by Yosys for this design is 1.

The total area inside the core boundary comes to 23800 sq um. The number of endpoints failing setup at the final stage stands at 0. The global routing report lists combined usage of all routing layers as 0.226. The sequential cell area stands at 0 sq um. Adding up every negative setup slack in the final design gives 0 ps.

The average footprint of a synthesized cell stands at 6.41 sq um. The worst setup path is captured at an output pin. The power report puts the leakage power at 0.00389 uW. After synthesis, the chip area reported by Yosys is 7350 sq um. The required time of the critical path stands at 18720 ps. According to the floorplan report, the die height is 159 microns. The number of violations reported at the end of detailed-routing iteration 0 stands at 702. The die extent in x stands at 159 microns.

The worst setup path is launched from an input pin. The quantity of hold-fixing buffers added after cts stands at 0. In the post-route report, total wirelength is listed as 28100 microns. The placed wire-length estimate after detailed placement stands at 22400 microns.

sky130_fd_sc_hd__ha_1 takes more of the synthesized area than any other cell. In this run the maximum-capacitance check reported violations numbering 0. Checking hold timing, the worst path is listed with class input pin to output pin.

The overflow left after global routing stands at 0. The final antenna diode tally reported by the flow is 0. The number of sequential cells in the layout stands at 0.

The library cells used most frequently in the layout, excluding fill and tap cells, are 133 x sky130_fd_sc_hd__clkdlybuf4s50_1, 122 x sky130_fd_sc_hd__o21ai_0, 113 x sky130_fd_sc_hd__a21oi_1. The worst path in the final design needs a cycle of 14630 ps, including I/O delays and setup. The global routing report lists met2 layer usage as 0.353.

The final hold slack stands at 10520 ps. The peak supply drop stands at 0.00925 mV. In this run, distinct cell masters in the synthesized netlist total 67. The cell area that synthesis handed to floorplanning was 7350 sq um. In this run the post-CTS setup repair buffer count came out at 0.
[metal layers]
metal / wire length, microns / part of all wire
met3: 1660 / 0.059
met4: 267 / 0.0095
met5: 0 / 0
met1: 14000 / 0.50
met2: 12100 / 0.43
[cell families after synthesis]
group | share of synthesized area
buffers and inverters | 0.0738
adders and majority gates | 0.170
and+or+nand+nor | 0.223
xor gates and xnor gates | 0.0870
muxes | 0.0563
AOI/OAI and AO/OA | 0.391
[synthesized netlist by cell type (4+ instances only)]
cell type / number
sky130_fd_sc_hd__o21a_1: 21
sky130_fd_sc_hd__a21boi_0: 4
sky130_fd_sc_hd__mux2i_1: 38
sky130_fd_sc_hd__nor2b_1: 15
sky130_fd_sc_hd__a211o_1: 7
sky130_fd_sc_hd__nand2b_1: 15
sky130_fd_sc_hd__inv_1: 90
sky130_fd_sc_hd__nand4_1: 22
sky130_fd_sc_hd__nor2_1: 72
sky130_fd_sc_hd__or2_2: 4
sky130_fd_sc_hd__nor4_1: 6
sky130_fd_sc_hd__or3_1: 8
sky130_fd_sc_hd__a21o_1: 33
sky130_fd_sc_hd__xor2_1: 34
sky130_fd_sc_hd__o221ai_1: 22
sky130_fd_sc_hd__o2111ai_1: 4
sky130_fd_sc_hd__clkbuf_1: 51
sky130_fd_sc_hd__o211ai_1: 23
sky130_fd_sc_hd__nand2_1: 110
sky130_fd_sc_hd__xnor2_1: 39
sky130_fd_sc_hd__o22ai_1: 24
sky130_fd_sc_hd__nor3_1: 22
sky130_fd_sc_hd__a21oi_1: 113
sky130_fd_sc_hd__ha_1: 95
sky130_fd_sc_hd__o31ai_1: 4
sky130_fd_sc_hd__nand3_1: 31
sky130_fd_sc_hd__a221oi_1: 12
sky130_fd_sc_hd__a211oi_1: 12
sky130_fd_sc_hd__and3_1: 12
sky130_fd_sc_hd__o21ai_0: 122
sky130_fd_sc_hd__o21bai_1: 6
sky130_fd_sc_hd__and2_1: 5
sky130_fd_sc_hd__nor3b_1: 4
sky130_fd_sc_hd__a2111oi_0: 4
sky130_fd_sc_hd__a31oi_1: 13
[layout make-up]
type / count / area [sq um] / area share
multi-input cells: 1003 / 6830 / 0.760
inverters: 90 / 338 / 0.0376
well taps: 319 / 399 / 0.0444
repair buffers: 145 / 1420 / 0.158
[final timing paths]
kind,startpoint,endpoint,slack [ps],depth (start not counted)
worst min-delay path,opcode[3],saidaALU[0],10520,6
worst max-delay path,opcode[0],saidaALU[23],8770,16
[power breakdown]
part / internal (uW) / total [uW] / switching (uW)
Sequential: 0 / 0 / 0
Clock: 0 / 0 / 0
Combinational: 109 / 232 / 124
[critical path, cell delays in order]
cell	delay, ps
sky130_fd_sc_hd__clkdlybuf4s50_1	570
sky130_fd_sc_hd__nor3_1	480
sky130_fd_sc_hd__nand3_2	520
sky130_fd_sc_hd__buf_4	460
sky130_fd_sc_hd__nand2_1	110
sky130_fd_sc_hd__o21ai_0	80
sky130_fd_sc_hd__ha_1	400
sky130_fd_sc_hd__a21oi_1	410
sky130_fd_sc_hd__nand3b_1	150
sky130_fd_sc_hd__o21a_1	250
sky130_fd_sc_hd__nor3_1	580
sky130_fd_sc_hd__o21ai_0	230
sky130_fd_sc_hd__xor2_1	180
sky130_fd_sc_hd__a221oi_1	260
sky130_fd_sc_hd__o21ai_0	160
sky130_fd_sc_hd__clkdlybuf4s50_1	430
[metrics by stage]
step | power (uW) | utilization | cell area (sq um)
2_1_floorplan | 143 | - | 7350
3_3_place_gp | 229 | 0.378 | 8980
3_5_place_dp | 229 | 0.378 | 8980
4_1_cts | 230 | 0.378 | 8980
5_1_grt | 256 | 0.378 | 8980
6_report | 232 | 0.378 | 8980
Power is estimated from default activity; no workload was simulated.
